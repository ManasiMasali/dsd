$ cat design/flow/run.sh
#!/bin/bash
# OpenROAD 26Q1-2900-gdf79404cd8, Yosys 0.63+post, stock flow scripts
make -C /OpenROAD-flow-scripts/flow DESIGN_CONFIG=/design/flow/config.mk WORK_HOME=/design/flow/orfs finish
$ cat design/flow/config.mk
export PLATFORM = sky130hd
export DESIGN_NAME = b_4bit_bin_upcounter
export DESIGN_NICKNAME = b_4bit_bin_upcounter
export VERILOG_FILES = /design/flow/design.v
export SDC_FILE = /design/flow/constraint.sdc
export NUM_CORES = 4
export LEC_CHECK = 1
export CORE_UTILIZATION = 40
$ cat design/flow/constraint.sdc
current_design b_4bit_bin_upcounter

set clk_period 10.0
set clk_io_pct 0.2

create_clock -name clk0 -period $clk_period [get_ports {clk}]

set non_clock_inputs [all_inputs -no_clocks]
set_input_delay [expr $clk_period * $clk_io_pct] -clock clk0 $non_clock_inputs
set_output_delay [expr $clk_period * $clk_io_pct] -clock clk0 [all_outputs]
$ cat design/flow/design.v
`timescale 1ns / 1ps
module b_4bit_bin_upcounter(clk,reset,count);
input clk,reset;
output reg [3:0]count;
reg [45:0]clkdiv = 46'd0;
 initial count =4'b0000;
always @(posedge clk)
   clkdiv = clkdiv +1;
always @(posedge clkdiv[45])
   begin 
      if(reset==1'b0)
            count=4'b0000;
      else
            count=count+1;
end				
endmodule
==> metrics.cfg <==
[cells_and_area]
drive_gt1_share_pct = 15.0
utilization_pct = 45.9
final_cell_mix = dfxtp_1, xnor2_1, xor2_1
postLayoutCellArea_um2 = 2400
layout_top_cell = dfxtp_1
area_growth_pct = 7.80

[hold_path]
hp-class = register to register

[sta]
hold_viol_final = 0
unclocked_pins = 4
finalClockSkew_ns = 0.00563
untimed_endpoints = 8
relSlewSlack_pct = 67.8
fin_tns_setup_ns = 0
rsz0062_at_grt = false
setup_violations = 0
maxSlewViolCount = 0
period_used_pct = 18.5
tightest_slew_ns = 0.483
fmax_mhz = 541
fin_crit_ns = 1.85

[detailed_routing]
wl_per_cell_um = 12.4
detail_route.first_pass.iterations = 4
drt-initial-drc-count = 77
via_count = 1379
drtAntennaViolNets = 0
insertedDiodeCount = 0
route.detailed.drc = 0
viasPerCell = 5.00
routed_wirelength_um = 3430

[grt]
track_usage_pct = 13.0
grt_pass1_wl_um = 6180
grt_max_degree = 15
grt_pass1_vias = 1365
antenna_found_initial = 0
grt_remaining_overflow = 0

[logic_synthesis]
yosysWarnings = 1
netlist_instances = 201
synth_stat.cells = 201
ys_seq_elements = 50
synth_seq_share_pct = 44.9
syn_area_per_cell_um2 = 11.1
synth-area-yosys_um2 = 2230
synthesis.area_um2 = 2230
ys_types = 27

[cts]
clock_latency_ns = 0.29
cts_setup_buffers = 0
cts_resized = 0
clk_pin_slew_ns = 0.08
cts_tree = done
clock_tree.root_cell = clkbuf_8
cts_made_buffers = 5
postCtsHoldBufs = 0
h-tree-depth = 2
cts_buffer_depth = 2

[place]
io_buffers = 5
place_hpwl_um = 2400
place_area_um2 = 2310
gp_congestion = 0.739

[power]
powerDensity_nw_per_um2 = 125
leakage_nw = 0.936
power_mw = 0.300
worst_ir_drop_vdd_v = 0.0000814

[worst_setup_path]
crit_path_end_kind = register
cp_max_fo = 12
cp.required_ns = 10.22
rr_startpoint = clkdiv[0]$_DFF_P_
startpoint = clkdiv[0]$_DFF_P_
crit_path_start_kind = register
worstPathArrival_ns = 2.07
criticalPathCategory = register to register
worst_r2r_path_depth = 5
rr_endpoint = clkdiv[38]$_DFF_P_
crit_end = clkdiv[38]$_DFF_P_
setup.reg_to_reg.worst_slack_ns = 8.15

[floorplanning]
die_h_um = 76.6
fp_util_pct = 42.5
fp.dieArea_um2 = 5870
ios = 6
core-area_um2 = 5240
rows = 26
die_w_um = 76.6

[outcome]
status = completed

[job]
max_cap_viol_count = 0
tool_warnings = 25

-- metal layers --
layer	up-vias	GRT usage [%]	routed length, um
li1	724	-	-
met1	635	20.3	1840
met2	14	19.5	1470
met3	6	2.68	92
met4	0	1.54	32
met5	-	0	0
-- final cells by class --
cell class / instances / area, um^2
timing repair buffer: 5 / 50.0
clock buffer: 6 / 82.6
tap: 70 / 87.6
multi-input combinational: 139 / 1150
sequential: 50 / 1000
clock inverter: 2 / 12.5
fill: 476 / 2840
inverter: 4 / 15.0
-- where the power goes --
group	switching [mW]	internal [mW]	total [mW]
sequential	0	0.183	0.183
combinational	0.000208	0.000479	0.000687
clock	0.0607	0.0556	0.116
total	0.0609	0.239	0.300
-- worst min path at each step --
stage / cells past startpoint / from / slack (ns) / endpoint
final: 1 / clkdiv[0]$_DFF_P_ / 0.42 / clkdiv[0]$_DFF_P_
after CTS: 1 / clkdiv[0]$_DFF_P_ / 0.42 / clkdiv[0]$_DFF_P_
after global routing: 1 / clkdiv[0]$_DFF_P_ / 0.45 / clkdiv[0]$_DFF_P_
-- cell families (layout without fill, tap and decap cells) --
family,after synthesis,count (layout),synth area share (%)
adder cells (fa/ha/maj),2,2,1.12
AND/OR/NAND/NOR,91,91,32.6
flip-flops,50,50,44.9
buffers and inverters,12,17,3.31
XOR/XNOR,46,46,18.1
-- critical path, stage by stage (launching register included) --
cell and delay (ns):
dfxtp_1 0.38, ha_1 0.21, and4_1 0.29, nand3_2 0.35, nor4_2 0.40, xor2_1 0.16
-- synth_stat cells, drive strengths merged --
library cell | count | area share (%)
and2 | 8 | 2.2
and4 | 11 | 4.5
and3 | 6 | 1.7
xor2 | 22 | 8.6
inv | 4 | 0.67
nor2b | 1 | 0.28
nand2 | 11 | 1.9
clkbuf | 2 | 0.39
nor4 | 15 | 9.2
nand4 | 18 | 7.4
nor3 | 5 | 1.1
nand3 | 15 | 4.2
ha | 2 | 1.1
dfxtp | 50 | 45
buf | 6 | 2.2
xnor2 | 24 | 9.4
nor2 | 1 | 0.17
-- state kept, by name, indices dropped and copies added (netlist names) --
| name | flops |
|---|---|
| clkdiv | 46 |
| count | 4 |
-- per-stage QoR --
| stage | instances | setup slack (ns) | hold slack (ns) |
|---|---|---|---|
| after CTS | 276 | 8.15 | 0.421 |
| after floorplan | 201 | 8.46 | 0.379 |
| final | 276 | 8.15 | 0.419 |
| after global placement | 268 | 8.21 | 0.391 |
| after global routing | 276 | 7.96 | 0.446 |
| after detailed placement | 268 | 8.18 | 0.399 |
Power is estimated from default activity; no workload was simulated.
