[flow/design.v]
`timescale 1ns / 1ps
module S_fulladder(a,b,cin,sum,cout);
input a,b,cin;
output sum,cout;
wire s1,c1,c2;
S_halfadder h1(a,b,s1,c1);
S_halfadder h2(s1,cin,sum,c2);
or h3(cout,c2,c1);
endmodule
`timescale 1ns / 1ps
module S_halfadder(a,b,s,c);
input a,b;
output s,c;
xor x1(s,a,b);
and x2(c,a,b);
endmodule
`timescale 1ns / 1ps
module rca_generate(a,b,cin,sum,cout);
parameter n=16;
input [n-1:0]a,b;
input cin;
output cout;
output [n-1:0]sum;
wire [n:0]c;
assign c[0]=cin;
assign cout=c[n];
generate 
genvar i;
for(i=0;i<n;i=i+1)
begin: grca
S_fulladder R1(a[i],b[i],c[i],sum[i],c[i+1]);
end
endgenerate
endmodule
[flow/run.sh]
#!/bin/bash
# OpenROAD 26Q1-2900-gdf79404cd8, Yosys 0.63+post, stock flow scripts
make -C /OpenROAD-flow-scripts/flow DESIGN_CONFIG=/design/flow/config.mk WORK_HOME=/design/flow/orfs finish
[flow/config.mk]
export PLATFORM = sky130hd
export DESIGN_NAME = rca_generate
export DESIGN_NICKNAME = rca_generate
export VERILOG_FILES = /design/flow/design.v
export SDC_FILE = /design/flow/constraint.sdc
export NUM_CORES = 4
export LEC_CHECK = 1
export CORE_AREA = 10 10 70 70
export DIE_AREA = 0 0 80 80
[flow/constraint.sdc]
current_design rca_generate

set clk_period 20.7
set clk_io_pct 0.2

create_clock -name clk0 -period $clk_period

set non_clock_inputs [all_inputs -no_clocks]
set_input_delay [expr $clk_period * $clk_io_pct] -clock clk0 $non_clock_inputs
set_output_delay [expr $clk_period * $clk_io_pct] -clock clk0 [all_outputs]
==> impl_metrics.tcl <==
# implementation run metrics
set metrics [dict create \
    status "finished clean" \
    arrival_ps 11420 \
    internal_power_uw 19.1 \
    ir_worst_vdd_mv 0.00977 \
    drc 0 \
    antenna_left 0 \
    warnings 32 \
    rows 21 \
    die.size.y_um 80 \
    synthesis.area_um2 459 \
    crit_type "input pin to output port" \
    nClkBuffers 0 \
    yosysChipArea_um2 459 \
    cp_slowest_cell "clkdlybuf4s50_1" \
    crit_fanout 1 \
    slew_headroom_pct 92.4 \
    power.share.clock_pct 0 \
    synth_stat.cells 37 \
    hp-class "input pin to output port" \
    fp.dieW_um 80 \
    drtIter0Drc 2 \
    ys_sh_mux_pct 0 \
    via_count 372 \
    fmax_mhz 64.3 \
    port_buffers 50 \
    chipArea_mm2 0.00640 \
    p_comb_share_pct 100.0 \
    top_logic_kind "adder cells" \
    grt_antenna_before_repair 0 \
    fin_crit_sh_pct 75.2 \
    powerDensity_mw_per_mm2 28.6 \
    cap_violations 0 \
    ios 50 \
    synth-seq-area-share_pct 0 \
    fin_tns_setup_ps 0 \
    simple_gate_share_pct 0 \
    finalHoldViolations 0 \
    grt_max_degree 2 \
    fp_util_pct 13.4 \
    dr.pass1.iters 2 \
    worstPathCellList "clkdlybuf4s50_1 > fa_1 > fa_1 > fa_1 > fa_1 > fa_1 > fa_1 > fa_1 > fa_1 > fa_1 > fa_1 > fa_1 > fa_1 > fa_1 > fa_1 > fa_1 > inv_1 > fa_1 > inv_1 > clkdlybuf4s50_1" \
    critPathMaxStageDelay_ps 470 \
    start_kind "input pin" \
    drt-total-wl_um 1550 \
    post_cts_resized 0 \
    ys_warn_count 0 \
    rsz0062_at_grt "false" \
    seq_cell_count 0 \
    hold_buffers 0 \
    grt_use_total_pct 4.67 \
    worst_pin_slew_ps 114 \
    routed_via_density 3.18 \
    end_kind "output port" \
    ys_sh_adder_pct 69.8 \
    slew_viol_final 0 \
    layout.cells.most_common "clkdlybuf4s50_1" \
    routedWlPerCell_um 13.2 \
    p_sw_share_pct 25.4 \
    setup_viol 0 \
    dp_hpwl_um 1530 \
    grt_pass1_vias 458 \
    cp.required_ps 16560 \
    final_cell_mix "clkdlybuf4s50_1 (50), fa_1 (16), inv_1 (5)" \
    synthCells 37 \
    diodes 0 \
    grt_pass1_wl_um 2300 \
    area_growth_pct 95.4 \
    p_leak_uw 0.000339 \
    drive_gt1_share_pct 0 \
    yosys.area_share.xor_xnor_pct 0 \
    total_power_uw 25.6 \
    gp_congestion 0.857 \
    ys_sh_aoi_pct 0 \
    overflow 0 \
    cpMostUsedCell "fa_1" \
    power.share.sequential_pct 0 \
    synth_area_per_cell_um2 12.4 \
    ys_types 3 \
    regArea_um2 0 \
    post_cts_buffers 0 \
    power.net_switching_uw 6.50 \
    core_area_mm2 0.00342 \
    layout_min_cycle_time_ps 15560 \
    hp-start "b[15]" \
    cp-startpoint "a[0]" \
]
==> through the flow <==
step | hold WS (ps) | worst slack (ps) | util [%] | std cells | cell area, um2
2_1_floorplan | 8490 | 6110 | - | 37 | 459
3_3_place_gp | 9360 | 5140 | 26.3 | 117 | 897
3_5_place_dp | 9360 | 5100 | 26.3 | 117 | 897
4_1_cts | 9370 | 5090 | 26.3 | 117 | 897
5_1_grt | 9400 | 4880 | 26.3 | 117 | 897
6_report | 9350 | 5140 | 26.3 | 117 | 897
==> path summary, 6_finish.rpt <==
check,end,slack (ps),cells past startpoint
setup / recovery,sum[15],5140,20
hold / removal,cout,9350,5
==> routing by layer <==
metal,up-vias,global-route usage [%],part of all wire (%)
li1,158,-,-
met1,164,5.66,40
met2,50,5.22,25
met3,0,5.91,35
met4,0,0,0
met5,-,0,0
==> cells in the mapped netlist <==
cell type  number  area [um2]
inv_1           5        18.8
fa_1           16         320
buf_4          16         120
==> power by group through the flow <==
| stage | Combinational (uW) | Clock, uW | Sequential, uW |
|---|---|---|---|
| CTS | 26.5 | 0 | 0 |
| global route | 28.8 | 0 | 0 |
| finish | 25.6 | 0 | 0 |
==> kinds of logic after synthesis <==
kind of cell  Yosys count
buf+inv                21
fa+ha+maj              16
==> worst max-delay path: cells and delay by family <==
kind | cells | cell delay, ps
adder cells (fa/ha/maj) | 16 | 6230
buffers and inverters | 4 | 1040
==> final cells by class <==
cell class / instances / area (um2)
fillers: 368 / 2520
repair buffers: 50 / 500
well taps: 46 / 57.6
inverters: 5 / 18.8
multi-input cells: 16 / 320
No activity file was given, so power comes from the tool's default toggle rates.
