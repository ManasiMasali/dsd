==> design/flow/config.mk <==
export PLATFORM = sky130hd
export DESIGN_NAME = dc_motor
export DESIGN_NICKNAME = dc_motor
export VERILOG_FILES = /design/flow/design.v
export SDC_FILE = /design/flow/constraint.sdc
export NUM_CORES = 4
export LEC_CHECK = 1
export CORE_AREA = 10 10 93 93
export DIE_AREA = 0 0 103 103
==> design/flow/constraint.sdc <==
current_design dc_motor

set clk_period 2.3
set clk_io_pct 0.2

create_clock -name clk0 -period $clk_period [get_ports {clk}]

set non_clock_inputs [all_inputs -no_clocks]
set_input_delay [expr $clk_period * $clk_io_pct] -clock clk0 $non_clock_inputs
set_output_delay [expr $clk_period * $clk_io_pct] -clock clk0 [all_outputs]
==> design/flow/design.v <==
`timescale 1ns / 1ps
module dc_motor(psw,clk,pdcm);
input clk;
input[2:0]psw;
output reg pdcm;
reg[11:0] sclkdiv = 12'd0;
reg clk1;
reg[7:0]cnt=8'd0;
always @(posedge clk)
begin
cnt=cnt+1;
clk1=cnt[7];
end
always @(posedge clk1)
sclkdiv = sclkdiv+1;
always @(posedge clk1)
begin
if(sclkdiv==12'b000000000000)
pdcm=1'b1;
else if(psw==3'b000 & sclkdiv==12'b00011110100)
pdcm=1'b0;
else if(psw==3'b001 & sclkdiv==12'b001100100000)
pdcm=1'b0;
else if(psw==3'b010 & sclkdiv==12'b010001001100)
pdcm=1'b0;
else if(psw==3'b011 & sclkdiv==12'b010101111000)
pdcm=1'b0;
else if(psw==3'b100 & sclkdiv==12'b011010100100)
pdcm=1'b0;
else if(psw==3'b101 & sclkdiv==12'b011111010000)
pdcm=1'b0;
else if(psw==3'b110 & sclkdiv==12'b100011111100)
pdcm=1'b0;
else if(psw==3'b111 & sclkdiv==12'b100111000100)
pdcm=1'b0;
end
endmodule
==> design/flow/run.sh <==
#!/bin/bash
# OpenROAD 26Q1-2900-gdf79404cd8, Yosys 0.63+post, stock flow scripts
make -C /OpenROAD-flow-scripts/flow DESIGN_CONFIG=/design/flow/config.mk WORK_HOME=/design/flow/orfs finish
==> results.cfg <==
; physical design summary
[synth]
yosysUniqueCellTypes = 31
edf_count = 0
ys_sh_aoi_pct = 3.76
simple_gate_area_share_pct = 29.3
synth_chip_area_sq_mm = 0.00103
syn_avg_cell_area_sq_um = 9.74
fa_ha_area_share_pct = 3.64
ys_seq_share_pct = 42.7
yosysWarnings = 1
synth-xor-area-share_pct = 13.6
synth-seq-cells = 22
yosysTopAreaCell = dfxtp_1
syn_inst = 106
logic_family = simple AND/OR/NAND/NOR gates
synth.area.top_cells = dfxtp_1, xnor2_1, nand4_1, xor2_1, ha_1
synth_top_area_share_pct = 42.7
mux_share_pct = 0
ys_async_sr_fraction_pct = 0
ff_type = dfxtp_1
ys_cells = 106
syn-cell-area_sq_mm = 0.00103

[critical_path]
crit_fanout = 4
crit_arrival_ns = 1.20
regToRegSetupSlack_ns = 1.21
cp_cell_sequence = ha_1 > and3_1 > nand3_1 > xnor2_1
worstSetupStartpointType = flip-flop
worst_setup_path_end_kind = flip-flop
slowest_stage = dfxtp_1
worst_path_largest_cell_delay_ns = 0.36
worstSetupPathType = reg -> reg
cp.required_ns = 2.42

[clock_network]
cts-buffers-inserted = 3
post_cts_buffers = 0
clk_latency_ns = 0.23
cts_buffer_depth = 2
cts_hold_buf = 0
cts_tree = done
cts_resized = 0
path_clk_slew_ns = 0.04
htreeDepth = 1
root_buffer = clkbuf_8

[finish]
fin_area_sq_mm = 0.00116
area_growth_pct = 12.4
drive_above_1_share_pct = 5.50
fillers = 743

[placement]
place.gp.congestion = 0.881
port_buffers = 4
placed_cell_area_sq_mm = 0.00111
place_hpwl_um = 1210

[power]
leakage_nw = 0.382
ir_drop_v = 0.000471
powerDensity_mw_per_mm2 = 295

[sta]
max_slew_margin_pct = 65.0
worst_slew_pin_slew_ns = 0.518
finalSetupTns_ns = 0
max_freq_mhz = 921
drv_slew = 0
setup_viol = 0
finalClockPeriodUsage_pct = 47.2
unclocked_pins = 13
grt_setup_unrepaired = no
fin_skew_ns = 0.00159
whs_ns = 0.408
final.min_clock_period_ns = 1.09
untimed_endpoints = 14
hold_violations = 0

[detailed_routing]
antenna_left = 0
insertedDiodeCount = 0
vias = 727
drt_pre_antenna_iters = 6
drc = 0
first_iter_violations = 32
routed_wl_um = 1660
avgViaCountPerCell = 3.85
drt-wirelength-per-cell_um = 8.78

[floorplan]
rows = 30
fp-utilization_pct = 15.3
die_y_um = 103
die_area_sq_mm = 0.0106
die_w_um = 103
coreArea_sq_mm = 0.00676
ios = 5

[flow_run]
tool_warnings = 26
drv_cap = 0

[global_routing]
grt.total_usage_pct = 3.17
gr-total-overflow = 0
antenna_found_initial = 0
grt_pass1_vias = 631
grt_max_degree = 14
grt_pass1_wl_um = 2820

[min_path]
hp-class = reg -> reg

[status]
outcome = finished clean
-- registers in the layout, indices dropped and copies added, names as in the netlist --
name / cells
clk1: 1
pdcm: 1
cnt: 8
sclkdiv: 12
-- path summary, 6_finish.rpt --
path,startpoint,to,cells after the start
worst max register to register,cnt[0],cnt[6],4
worst min register to register,cnt[0],cnt[0],1
worst max-delay path,cnt[0],cnt[6],4
worst min-delay path,cnt[0],cnt[0],1
-- cell usage in the layout, fill, tap and decap left out --
| cell type | instances |
|---|---|
| a211oi_1 | 1 |
| a31o_1 | 1 |
| a31oi_1 | 1 |
| and2_1 | 1 |
| and3_1 | 1 |
| and3b_2 | 1 |
| and4_1 | 2 |
| and4b_1 | 1 |
| clkbuf_1 | 1 |
| clkbuf_8 | 3 |
| clkdlybuf4s50_1 | 4 |
| dfxtp_1 | 22 |
| ha_1 | 3 |
| inv_1 | 4 |
| nand2_1 | 8 |
| nand3_1 | 7 |
| nand3b_1 | 3 |
| nand4_1 | 8 |
| nor2_1 | 7 |
| nor2b_1 | 1 |
| nor3_1 | 3 |
| nor4_2 | 1 |
| nor4b_1 | 2 |
| nor4bb_1 | 1 |
| o21ai_0 | 2 |
| o22ai_1 | 1 |
| or3b_1 | 1 |
| or4_1 | 1 |
| or4_4 | 1 |
| xnor2_1 | 11 |
| xor2_1 | 5 |
-- routing by layer --
metal,up-vias,track usage [%],part of all wire (%)
met4,0,0,0
met1,327,5.13,53
li1,380,-,-
met5,-,0,0
met2,20,4.14,39
met3,0,1.08,8.4
-- final cells by class --
cell class | count | area, sq um | share of cell area (%)
clock buffers | 4 | 45.0 | 3.88
well taps | 80 | 100 | 8.63
multi-input cells | 75 | 519 | 44.8
inverters | 4 | 15.0 | 1.29
flip-flops and latches | 22 | 440 | 38.0
repair buffers | 4 | 40.0 | 3.45
-- metrics by stage --
stage | std cells | setup slack, ns | total power [mW] | util, %
after floorplan | 106 | 1.28 | 0.162 | -
after global placement | 185 | 1.25 | 0.169 | 16.5
after detailed placement | 185 | 1.22 | 0.169 | 16.5
after CTS | 189 | 1.21 | 0.346 | 17.2
after global routing | 189 | 1.13 | 0.356 | 17.2
final | 189 | 1.21 | 0.343 | 17.2
-- Yosys cell counts, types with 2 or more instances --
library cell,n
nand2_1,8
nand3b_1,3
inv_1,4
ha_1,3
buf_4,2
and4_1,2
xnor2_1,11
nor3_1,3
nand4_1,8
nor2_1,7
buf_6,2
nand3_1,7
xor2_1,5
dfxtp_1,22
o21ai_0,2
nor4b_1,2
-- critical path, delay by kind of cell, from the launching register on --
family	cells	cell delay [ns]
AND/OR/NAND/NOR	2	0.30
flip-flops	1	0.36
XOR/XNOR	1	0.13
adder cells (fa/ha/maj)	1	0.19
-- where the power goes --
group | internal [mW] | switching, mW | total [mW] | leakage [nW]
logic | 0.00558 | 0.00460 | 0.0102 | 0.182
registers | 0.157 | 0 | 0.157 | 0.177
clock network | 0.120 | 0.0557 | 0.176 | 0.0228
total | 0.282 | 0.0603 | 0.343 | 0.382
-- logic make-up (layout without fill, tap and decap cells) --
group,count (synthesis),count (layout)
XOR/XNOR,16,16
AND-OR/OR-AND,6,6
buffers and inverters,9,12
flip-flops,22,22
AND/OR/NAND/NOR,50,50
adder cells (fa/ha/maj),3,3
No activity file was given, so power comes from the tool's default toggle rates.
